==> flow/design.v <==
module deserial (
    input  logic        rst_i,
    input  logic        clk_i,
    input  logic        ser_data_i,
    input  logic        ser_data_val_i,
    input  logic        busy_i,
    output logic [15:0] data_o,
    output logic  [4:0] data_mod_o,
    output logic        data_val_o
);
    typedef enum logic { IDLE, RECEIVING } status_e;
    status_e status;
    always_ff @(posedge clk_i or posedge rst_i)
        if( rst_i )
            status <= IDLE;
        else
            if ( ser_data_val_i && busy_i )
                status <= RECEIVING;
            else
                status <= IDLE;
    logic  [3:0] current_bit;
    always_ff @(posedge clk_i or posedge rst_i)
        if ( rst_i ) begin
            data_o      <= 0;
            data_mod_o  <= 0;
            data_val_o  <= 0;
            current_bit <= '1;
        end else begin
            if ( status == IDLE ) begin
                data_val_o <= 0;
                if ( ser_data_val_i && busy_i ) begin
                    data_o      <= { ser_data_i, 15'd0 };
                    current_bit <= current_bit - 4'd1;
                end
            end
            if ( status == RECEIVING )
                if ( ser_data_val_i && busy_i )
                    if ( current_bit ) begin
                        data_o[current_bit] <= ser_data_i;
                        current_bit         <= current_bit - 4'd1;
                    end else begin
                        current_bit         <= '1;
                    end
                else begin
                    current_bit <= '1;
                    if ( ser_data_val_i ) begin
                        data_o[current_bit] <= ser_data_i;
                        data_mod_o          <= 5'd16 - current_bit;
                        data_val_o          <= 1'd1;
                    end
                end
        end
endmodule
==> flow/run.sh <==
#!/bin/bash
# OpenROAD 26Q1-2900-gdf79404cd8, Yosys 0.63+post, stock flow scripts
make -C /OpenROAD-flow-scripts/flow DESIGN_CONFIG=/design/flow/config.mk WORK_HOME=/design/flow/orfs finish
==> flow/config.mk <==
export PLATFORM = sky130hd
export DESIGN_NAME = deserial
export DESIGN_NICKNAME = deserial
export VERILOG_FILES = /design/flow/design.v
export SDC_FILE = /design/flow/constraint.sdc
export NUM_CORES = 4
export LEC_CHECK = 1
export CORE_AREA = 10 10 102 102
export DIE_AREA = 0 0 112 112
==> flow/constraint.sdc <==
current_design deserial

set clk_period 3.4
set clk_io_pct 0.2

create_clock -name clk0 -period $clk_period [get_ports {clk_i}]

set non_clock_inputs [all_inputs -no_clocks]
set_input_delay [expr $clk_period * $clk_io_pct] -clock clk0 $non_clock_inputs
set_output_delay [expr $clk_period * $clk_io_pct] -clock clk0 [all_outputs]
==> run_results.csv <==
group,metric,value,unit
die,die_area,0.0125,mm^2
worst_setup_path,worstPathCellList,"inv_1, ha_1, nor3b_4, nor2b_1, nand3b_1, o32ai_2",
final_timing,worst_slew_pin_slew,614,ps
worst_hold_path,min_path_type,"flip-flop to flip-flop",
clock_tree,cts_resized,0,
clock_tree,htreeDepth,1,
die,die_y,112,um
layout,lay_top_cells,"clkdlybuf4s50_1 (26), dfrtp_1 (23), nand2_1 (15)",
drt,post-route-drc-count,0,
layout,lay_top_count,"clkdlybuf4s50_1",
drt,vias_per_cell,4.23,
worst_setup_path,startpoint_type,"flip-flop",
worst_setup_path,cpMaxStageDelayCell,"dfstp_2",
synth,synthCells,150,
synth,ys_warn_count,1,
synth,yosys-stat-area,0.00150,mm^2
synth,ys_cells,150,
run,maxCapViolations,0,
worst_setup_path,cp_top_family,"simple AND/OR/NAND/NOR gates",
drt,n_antenna_cell,0,
layout,drive_gt1_share,14.4,%
die,fp_util,18.2,%
die,io_pins,27,
worst_setup_path,cpPeakStageDelay,690,ps
final_timing,rsz0062_at_grt,"no",
final_timing,finalCritPeriodShare,65.4,%
drt,drtAntennaViolNets,0,
global_route,grtUsageTotal,5.84,%
synth,syn_area_per_cell,9.98,um^2
die,core_area,0.00822,mm^2
synth,synth_cell_types,41,
pwr,ir_drop,0.133,mV
final_timing,slew_viol_final,0,
worst_setup_path,crit_required,3580,ps
pwr,p_total,0.000737,W
die,die_w,112,um
worst_setup_path,worstPathArrival,2410,ps
drt,dr.pass1.iters,4,
run,tool_warnings,28,
clock_tree,clockBufferDepth,2,
drt,via_count,1180,
global_route,gr-total-overflow,0,
worst_setup_path,cp_max_fo,11,
final_timing,fmax,450,MHz
pwr,p_leak,0.771,nW
clock_tree,cts_buffers,3,
place,place_congestion,0.870,
clock_tree,clock_latency,270,ps
final_timing,slew_headroom,59.1,%
clock_tree,post-cts-setup-buffers,0,
drt,wire_per_inst,13.6,um
final_timing,setup_viol,0,
global_route,grt_pass1_vias,1203,
clock_tree,root_buffer,"clkbuf_8",
global_route,antenna_found_initial,0,
place,port_buffers,26,
drt,dr.first_iter.drc_count,90,
final_timing,hold_violations,0,
clock_tree,clock_sinks,27,
die,rows,33,
clock_tree,cts_tree,"built",
clock_tree,hold_buffers,0,
worst_setup_path,worstSetupPathType,"flip-flop to flip-flop",
drt,wl,3.80,mm
synth,ys_ff,27,
run_status,status,"complete, no violations",
worst_setup_path,crit_path_end_kind,"flip-flop",
worst_setup_path,crit_buf_inv,1,
global_route,grt_max_degree,28,
layout,syn2layout_area_growth,26.4,%
synth,netlist_area,0.00150,mm^2
final_timing,period_minus_slack,2220,ps
final_timing,fin_skew,4.39,ps
pwr,power_density,389,mW/mm^2
place,dp_hpwl,2.92,mm
global_route,grt_pass1_wl,6.15,mm
synth,ys_seq_share,45.4,%
clock_tree,clk_pin_slew,90,ps
final_timing,finalSetupTns,0,ps
-- path summary, 6_finish.rpt --
check	startpoint	end	slack [ps]	cells after the start
setup / recovery	current_bit[0]	data_o[15]	1180	6
min in group asynchronous	rst_i	data_mod_o[3]	760	3
hold reg to reg	data_mod_o[0]	data_mod_o[0]	490	2
setup reg to reg	current_bit[0]	data_o[15]	1180	6
max in group asynchronous	rst_i	current_bit[0]	2340	3
hold / removal	data_mod_o[0]	data_mod_o[0]	490	2
-- worst min-delay path, stage by stage (launching register included) --
cell     delay [ps]
dfrtp_1         350
nand2_1          50
o21ai_0          60
-- layout make-up --
class | count | area (um^2)
Inverter | 7 | 26.3
Timing Repair Buffer | 27 | 268
Clock buffer | 4 | 45.0
Sequential cell | 27 | 681
Tap cell | 105 | 131
Multi-Input combinational cell | 109 | 742
Fill cell | 881 | 6320
-- layer usage --
layer	share of wire [%]	up-vias	global-route usage, %
met3	4.7	4	1.57
li1	-	591	-
met5	0	-	0
met1	44	558	7.46
met2	50	27	9.95
met4	0.87	0	0.677
-- logic make-up (layout without fill, tap and decap cells) --
kind of cell	Yosys count	after routing	share of synthesized area [%]
flops	27	27	45.4
buf+inv	14	38	5.01
fa+ha+maj	4	4	3.34
compound gates	53	53	24.2
mux	3	3	2.17
simple gates	49	49	19.8
-- cell usage after synthesis --
cell type	n	share of area (%)
nand3b_1	1	0.50
a221o_1	1	0.67
dfstp_2	4	7.0
mux2i_1	1	0.67
a22oi_1	1	0.50
nand2b_4	2	1.8
a32oi_2	1	1.1
a31o_1	1	0.58
o211ai_1	14	7.0
inv_2	1	0.25
nor3_1	1	0.33
nor4b_4	1	1.6
nor2_1	10	2.5
and2b_1	1	0.50
a21oi_1	10	3.3
o21ai_2	2	1.2
o31ai_1	2	1.0
nand2b_1	4	1.7
or2_1	1	0.42
nor2b_1	1	0.42
o21ai_0	5	1.7
a21oi_2	1	0.58
a21boi_0	1	0.50
nor3_2	1	0.67
o32ai_2	1	1.1
o21ai_1	12	4.0
buf_6	1	0.75
nor2_4	1	0.75
ha_1	4	3.3
mux2_2	2	1.5
or2b_4	1	0.75
a2bb2oi_2	1	1.0
dfrtp_1	23	38
buf_2	3	1.0
nor3b_4	1	1.3
nand2_2	1	0.42
inv_1	6	1.5
nand2_1	15	3.8
nand3_1	6	2.0
buf_4	3	1.5
and2_1	1	0.42
-- power by group --
part           total [W]  internal [W]  switching (W)
Sequential      0.000386      0.000353      0.0000327
Clock           0.000178     0.0000838      0.0000944
Combinational   0.000173     0.0000845      0.0000889
-- registers in the layout, indices dropped and copies added, names as in the netlist --
signal,cells
data_mod_o,5
data_val_o,1
status,1
data_o,16
current_bit,4
-- through the flow --
| step | hold WS (ps) | instances | worst slack, ps | cell area, um^2 | utilization (%) |
|---|---|---|---|---|---|
| CTS | 495 | 279 | 1180 | 1890 | 23.0 |
| finish | 486 | 279 | 1180 | 1890 | 23.0 |
| floorplan | 426 | 150 | 1450 | 1500 | - |
| global route | 516 | 279 | 1020 | 1890 | 23.0 |
| detailed placement | 473 | 275 | 905 | 1850 | 22.5 |
| global placement | 464 | 275 | 895 | 1850 | 22.5 |
Power and IR drop assume default switching activity.
