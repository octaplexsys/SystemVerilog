===== design/flow/config.mk =====
export PLATFORM = sky130hd
export DESIGN_NAME = spi_slave
export DESIGN_NICKNAME = spi_slave
export VERILOG_FILES = /design/flow/design.v
export SDC_FILE = /design/flow/constraint.sdc
export NUM_CORES = 4
export LEC_CHECK = 1
export CORE_UTILIZATION = 30

===== design/flow/constraint.sdc =====
current_design spi_slave

set clk_period 4.7
set clk_io_pct 0.2

create_clock -name clk0 -period $clk_period [get_ports {clk}]

set non_clock_inputs [all_inputs -no_clocks]
set_input_delay [expr $clk_period * $clk_io_pct] -clock clk0 $non_clock_inputs
set_output_delay [expr $clk_period * $clk_io_pct] -clock clk0 [all_outputs]

===== design/flow/design.v =====
module spi_slave (
   input  logic rst,  
   input  logic clk,  
   input  tri   mosi,
   output tri   miso,
   input  logic sck,
   input  logic cs,
   input  logic cpol,  
   input  logic cpha,  
   input  logic msb_first,  
   input  logic two_bytes,
   input  logic[15:0] data_tx,  
   output logic[15:0] data_rx,  
   output logic busy,        
   output logic end_of_byte  
);
   logic   cs_d1;
   logic   cs_d2;
   logic   cs_d2_prev;
   always_ff @(posedge clk or posedge rst) begin
      if(rst) begin
         cs_d1       <= 1;
         cs_d2       <= 1;
         cs_d2_prev  <= 1;
      end else begin
         cs_d1       <= cs;
         cs_d2       <= cs_d1;
         cs_d2_prev  <= cs_d2;
      end
   end
   logic   cs_negedge;
   logic   cs_posedge;
   assign  cs_posedge = (~cs_d2_prev) & cs_d2;  
   assign  cs_negedge = cs_d2_prev & (~cs_d2);  
   logic   sck_d1;
   logic   sck_d2;
   logic   sck_d2_prev;
   always_ff @(posedge clk or posedge rst) begin
      if(rst) begin
         sck_d1      <= 0;
         sck_d2      <= 0;
         sck_d2_prev <= 0;
      end else begin
         sck_d1      <= sck;     
         sck_d2      <= sck_d1;  
         sck_d2_prev <= sck_d2;  
      end
   end
   logic   sck_posedge;
   logic   sck_negedge;
   assign  sck_posedge = (~sck_d2_prev) & sck_d2;  
   assign  sck_negedge = sck_d2_prev & (~sck_d2);  
   logic   read_edge;
   logic   shift_edge;
   assign  read_edge  = ~cs_d2 & (cpha ? (cpol ? sck_posedge : sck_negedge):
                                         (cpol ? sck_negedge : sck_posedge));
   assign  shift_edge = ~cs_d2 & (cpha ? (cpol ? sck_negedge : sck_posedge):
                                         (cpol ? sck_posedge : sck_negedge));	
   logic   mosi_d1;
   logic   mosi_d2;
   always_ff @(posedge clk or posedge rst) begin
      if(rst) begin
         mosi_d1 <= 0;
         mosi_d2 <= 0;
      end else begin
         mosi_d1 <= mosi;
         mosi_d2 <= mosi_d1;
      end
   end
   logic[15:0]  i_buf;
   logic[15:0]  o_buf;
   logic[15:0]  tx_bit_counter;
   logic[15:0]  rx_bit_counter;
   logic is_tx_counter_full;
   assign is_tx_counter_full = two_bytes ? (tx_bit_counter == 16'h8000) : (tx_bit_counter == 16'h0080);
   assign end_of_byte = !(tx_bit_counter || rx_bit_counter || rst);
   always_ff @(posedge clk or posedge rst) begin
      if(rst) begin
         data_rx     <= '0;
         i_buf <= '0;
         o_buf <= '0;
      end else begin
         if(cs_negedge) begin
            i_buf <= '0;
            o_buf <= data_tx;
         end
         if(!rx_bit_counter)
            data_rx <= i_buf;
         if(read_edge)
            if(rx_bit_counter)
               i_buf <= msb_first ? {i_buf[14:0], mosi_d2}:
                                    (two_bytes ? {mosi_d2, i_buf[15:1]}
                                               : {i_buf[15:8], mosi_d2, i_buf[7:1]});
         if(shift_edge)
            if(~(cpha && is_tx_counter_full))
               o_buf <= msb_first ? {o_buf[14:0], 1'b0}:
                                    {1'b0, o_buf[15:1]};
      end
   end
   always_ff @(posedge clk or posedge rst) begin
      if(rst) begin
         tx_bit_counter <= '0;
         rx_bit_counter <= '0;
         busy           <= 0;
      end else begin
         if(cs_negedge) begin
            busy        <= 1;                
            tx_bit_counter <= two_bytes ? 16'h8000 : 16'h0080;
            rx_bit_counter <= two_bytes ? 16'h8000 : 16'h0080;
         end
         if(shift_edge)                
            tx_bit_counter <= (tx_bit_counter >> 1);
         if(read_edge)                
            rx_bit_counter <= (rx_bit_counter >> 1);
         if(cs_posedge)
            busy <= 0;
      end
   end
   logic   miso_internal;
   assign  miso_internal = msb_first ? (two_bytes ? o_buf[15] : o_buf[7]) : o_buf[0];
   assign  miso = (cs | rst) ? 'z : miso_internal;
endmodule

===== design/flow/run.sh =====
#!/bin/bash
# OpenROAD 26Q1-2900-gdf79404cd8, Yosys 0.63+post, stock flow scripts
make -C /OpenROAD-flow-scripts/flow DESIGN_CONFIG=/design/flow/config.mk WORK_HOME=/design/flow/orfs finish

==> impl_metrics.tcl <==
# metrics dict for downstream scripts
set metrics [dict create \
    root_buffer "clkbuf_16" \
    drtIter0Drc 224 \
    grt_overflow_total 0 \
    place.gp.congestion 0.750 \
    p_per_area_nw_per_um2 388 \
    io_buffer_count 43 \
    cp_slowest_stage_delay_ns 0.66 \
    grt_pass1_wl_mm 14.3 \
    ys_area_um2 4320 \
    r2r_end "tx_bit_counter[7]$_DFFE_PP0P_" \
    grt_use_met3 0.0277 \
    cts_max_path_buffers 2 \
    antenna_found_initial 0 \
    n_antenna_cell 0 \
    path_clk_slew_ns 0.06 \
    fin_tns_setup_ns 0 \
    drc_errors 0 \
    cts_tree "built" \
    grt_pass1_vias 2922 \
    syn2layout_area_growth_pct 20.6 \
    chip_area_um2 14900 \
    drv_slew 0 \
    hpwlAfterDp_mm 5.24 \
    r2r_start "cs_d2$_DFF_PP1_" \
    fp_util 0.309 \
    cp-start-kind "primary input" \
    place_ws_ns 1.39 \
    clock.latency.late_pin_ns 0.34 \
    maxSlewHeadroom 0.502 \
    synth_cell_types 35 \
    worstMarginPinSlew_ns 0.743 \
    die_w_um 122 \
    setup.worst_path.end_class "output pin" \
    fin_ws_ns 1.41 \
    die_h_um 122 \
    period_minus_slack_ns 3.29 \
    clock_sinks 89 \
    p_leak_nw 2.24 \
    avgSynthCellArea_um2 11.1 \
    grtUsageMet2 0.191 \
    outcome "finished, final reports clean" \
    hold-path-cell-count 0 \
    io_pins 44 \
    coreArea_um2 14000 \
    gr-usage-met1 0.184 \
    power.total_mw 2.02 \
    final_common_cell "dfrtp_1" \
    dr.pass1.iters 4 \
    top_area_frac 0.498 \
    worst-path-max-fanout 7 \
    synth_flops 89 \
    globalRouteTotalUtil 0.122 \
    peakVddDrop_mv 0.216 \
    synth-seq-area-share 0.516 \
    fin_skew_ns 0.00878 \
    min_path_type "flop to flop" \
    ys_warn_count 2 \
    worstPathCellList "clkdlybuf4s50_1 > mux2i_1 > a21oi_1 > clkdlybuf4s50_1" \
    max_freq_mhz 304 \
    fill_cells 1388 \
    arrival_ns 2.35 \
    crit_slowest_cell "clkdlybuf4s50_1" \
    layout-drive-gt1-share 0.111 \
    syn-cell-area_um2 4320 \
    ys_cells 388 \
    crit_top_cell "clkdlybuf4s50_1" \
    warnings 26 \
    vias 2914 \
    criticalPathCategory "primary input to output pin" \
    drt-total-wl_mm 8.32 \
    syn_inst 388 \
    antenna_left 0 \
    rsz0062_at_grt "no" \
    cts_inserted_buffers 9 \
    synthFlopType "dfrtp_1" \
    cts_max_level 3 \
    finalHoldViolCount 0 \
    final_cell_mix "86 x dfrtp_1, 62 x mux2i_1, 42 x o21ai_0, 42 x clkdlybuf4s50_1, 41 x nand2b_1" \
    required_ns 3.76 \
    ys_async_sr_fraction 1.00 \
    regToRegSetupSlack_ns 2.36 \
    synth_area_leader_cell "dfrtp_1" \
    worst_hold_startpoint "sck_d1$_DFF_PP0_" \
    area_leaders "dfrtp_1 50%, mux2i_1 14%, nand2b_1 5.9%, o21ai_0 4.9%, nand3_1 2.8%" \
    period_used_share 0.701 \
    ctsResizeCount 0 \
    min_to "sck_d2$_DFF_PP0_" \
    wire_per_inst_um 13.8 \
    routed_via_density 4.83 \
    rows 43 \
    grt_max_degree 66 \
    postCtsHoldBufs 0 \
    reg2reg_depth 6 \
    edf_count 0 \
    drv_cap 0 \
    cts_setup_buffers 0 \
    top_usage_layer "met2" \
    setup_viol 0 \
]
## final cells by class
class / count / area [µm²] / area share
clock buffer: 9 / 225 / 0.0432
timing repair buffer: 47 / 455 / 0.0874
inverter: 11 / 42.5 / 0.00816
clock inverter: 7 / 118 / 0.0226
multi-input combinational: 260 / 1920 / 0.368
sequential: 89 / 2230 / 0.428
tap: 180 / 225 / 0.0432
## logic make-up after synthesis
group,Yosys count,synth area share
muxes,72,0.173
and+or+nand+nor,121,0.160
DFF,89,0.516
buffers and inverters,39,0.0414
xor gates and xnor gates,1,0.00376
adders and majority gates,2,0.00579
AOI/OAI and AO/OA,64,0.0998
## state kept, by name, indices dropped and copies added, names as in the netlist
name and flops:
busy 1, cs_d1 1, cs_d2 1, cs_d2_prev 1, data_rx 16, i_buf 16
mosi_d1 1, mosi_d2 1, o_buf 16, rx_bit_counter 16, sck_d1 1, sck_d2 1
sck_d2_prev 1, tx_bit_counter 16
## where the power goes
part           leakage, nW  total [mW]  internal, mW  switching, mW
Clock                0.170       0.818         0.520          0.298
Sequential            1.17       0.903         0.840         0.0627
Combinational        0.895       0.300         0.144          0.156
Total                 2.24        2.02          1.50          0.516
## synthesized netlist by cell type (all sizes together), types with 8 or more instances
master / n
nand4: 10
inv: 10
nand2: 27
nand2b: 41
a22o: 8
mux2: 9
o311ai: 8
clkbuf: 15
mux2i: 63
o21ai: 44
buf: 13
dfrtp: 86
nand3: 24
## layer usage
layer,up-vias,share of wire,wire [µm]
met5,-,0,0
met4,0,0.011,94
met3,7,0.041,337
met2,54,0.47,3920
met1,1417,0.48,3960
li1,1436,-,-
## worst max-delay path by stage
stage	cells past startpoint	from	end
4_1_cts	4	two_bytes	miso
5_1_grt	4	two_bytes	miso
6_report	4	two_bytes	miso
## stage by stage
stage               utilization  cells  hold slack (ns)  instance area, µm²
floorplan                     -    388            0.331                4320
global placement          0.348    587            0.333                4870
detailed placement        0.348    587            0.336                4870
CTS                       0.373    603            0.350                5210
global route              0.373    603            0.358                5210
finish                    0.373    603            0.348                5210
## worst max-delay path: cells and delay by family
kind / cells / cell delay, ns
buf+inv: 2 / 1.13
compound gates: 1 / 0.15
mux: 1 / 0.13
No activity file was given, so power comes from the tool's default toggle rates.
